**./design.v**
```verilog
`timescale 1ns / 1ps
module AuthenticationModule(
    input Clk,  
    input Reset,
    input BankTiming,  
    input PresidentAuthenticated,  
    input GaurdAvailability,  
    input VP1Authenticated,  
    input VP2Authenticated,  
    output reg VaultStatus  
    );
    reg [20:0] ClockSource;
always@(posedge Clk,posedge Reset)
   begin
       if(Reset==1)
         ClockSource<=0;
       else
        ClockSource=ClockSource+1;
    end
    always @(posedge ClockSource[20])
    begin
        VaultStatus = ((BankTiming&(PresidentAuthenticated|VP1Authenticated|VP2Authenticated))|((~BankTiming)&(PresidentAuthenticated|(VP1Authenticated&VP2Authenticated))))&GaurdAvailability;
    end
endmodule
```
**./constraint.sdc**
```tcl
current_design AuthenticationModule

set clk_period 3.5
set clk_io_pct 0.2

create_clock -name clk0 -period $clk_period [get_ports {Clk}]

set non_clock_inputs [all_inputs -no_clocks]
set_input_delay [expr $clk_period * $clk_io_pct] -clock clk0 $non_clock_inputs
set_output_delay [expr $clk_period * $clk_io_pct] -clock clk0 [all_outputs]
```
**./config.mk**
```make
export PLATFORM = sky130hd
export DESIGN_NAME = AuthenticationModule
export DESIGN_NICKNAME = AuthenticationModule
export VERILOG_FILES = /design/flow/design.v
export SDC_FILE = /design/flow/constraint.sdc
export NUM_CORES = 4
export LEC_CHECK = 1
export CORE_AREA = 10 10 107 107
export DIE_AREA = 0 0 117 117
```
**./run.sh**
```bash
#!/bin/bash
# OpenROAD 26Q1-2900-gdf79404cd8, Yosys 0.63+post, stock flow scripts
make -C /OpenROAD-flow-scripts/flow DESIGN_CONFIG=/design/flow/config.mk WORK_HOME=/design/flow/orfs finish
```
==> results.json <==
{
  "synth_cells": 78,
  "drc_errors": 0,
  "antenna_found_initial": 0,
  "top_area_cell": "dfrtp_1",
  "drive_gt1_frac": 0.0899,
  "hold_buffers": 0,
  "path_max_fanout": 5,
  "reg2reg_from": "ClockSource[0]",
  "combPwrFrac": 0.031,
  "required_ns": 3.69,
  "min_to": "ClockSource[20]",
  "clock-root-buffer": "clkbuf_8",
  "unclocked_regs": 1,
  "chip_area_um2": 13700,
  "ys_warn_count": 1,
  "antennaDiodeCount": 0,
  "vdd_drop_max_uv": 136,
  "setup_viol": 0,
  "syn_to_final_growth_pct": 26.8,
  "untimed_endpoints": 2,
  "final_cells": 200,
  "tool_warnings": 25,
  "synth.avg_cell_area_um2": 12.2,
  "drt-wirelength-per-cell_um": 7.11,
  "ys_seq_share": 0.574,
  "grt_use_total": 0.0236,
  "power_mw": 0.411,
  "reg2reg_setup_slack_ns": 1.98,
  "yosys_area_um2": 951,
  "ys_cells": 78,
  "min_period_ns": 1.52,
  "grt_pass1_wl_mm": 2.59,
  "ios": 8,
  "num_vias": 580,
  "hp-class": "reg -> reg",
  "final-hold-violation-count": 0,
  "hold_depth": 1,
  "fin_ws_ns": 1.98,
  "end_kind": "flip-flop",
  "wl_mm": 1.42,
  "cts_resized": 0,
  "edf_count": 0,
  "cts_tree": "built",
  "tightestPinTransition_ns": 0.767,
  "tns_ns": 0,
  "p_switching_mw": 0.0824,
  "syn-cell-area_um2": 951,
  "overflow": 0,
  "place_area_um2": 1160,
  "timing.hold.ws_ns": 0.464,
  "clock_path_buffers": 2,
  "path_class": "reg -> reg",
  "grt_setup_unrepaired": "no",
  "fp_util": 0.103,
  "synthDistinctLibCells": 18,
  "crit_start": "ClockSource[0]",
  "topCellsByArea": "dfrtp_1, xnor2_1, xor2_1",
  "gp_congestion": 0.729,
  "p_per_area_nw_per_um2": 341,
  "h-tree-depth": 1,
  "start_kind": "flip-flop",
  "finalClockSkew_ns": 0.00288,
  "dp_slack_ns": 1.79,
  "holdCritStartpoint": "ClockSource[20]",
  "ff2ff_path_depth": 5,
  "ys.flops": 22,
  "drt_iter0_markers": 8,
  "pwr-share-seq": 0.590,
  "fin_area_um2": 1210,
  "common_cells": "dfrtp_1, xnor2_1, xor2_1",
  "fp.dieW_um": 117,
  "cellLeakagePower_nw": 0.532,
  "synth_top_cell_by_count": "dfrtp_1",
  "synth_top_area_share": 0.553,
  "synthFlopType": "dfrtp_1",
  "num_rows": 35,
  "die_y_um": 117,
  "internal-power_mw": 0.329,
  "fin_util": 0.131,
  "clock.latency.late_pin_ns": 0.26,
  "maxCapViolations": 0,
  "cp.arrival_ns": 1.71,
  "r2r-end": "ClockSource[20]",
  "first_global_vias": 578,
  "ys_async_sr_fraction": 0.955,
  "drt_pass1_iterations": 4,
  "dp_cells": 196,
  "n_fill_cell": 1026,
  "port_buffers": 7,
  "grt_max_degree": 22,
  "via_per_inst": 2.90,
  "drv_slew": 0,
  "clk_pin_slew_ns": 0.08,
  "status": "finished, final reports clean",
  "period_used_share": 0.434,
  "route.antenna.remaining_nets": 0,
  "p_sw_frac": 0.201,
  "max_freq_mhz": 658,
  "postCtsSetupRepairBufs": 0,
  "coreArea_um2": 9200,
  "cts_inserted_buffers": 3,
  "maxSlewHeadroom": 0.488,
  "clkPwrFrac": 0.379,
  "dpl.hpwl_mm": 1.06
}
==> worst max-delay path by stage <==
stage,endpoint,slack (ns),depth (start not counted)
after global routing,ClockSource[20],1.78,5
after CTS,ClockSource[20],1.97,5
final,ClockSource[20],1.98,5
==> cell type report <==
| class | instances | area, µm² | share of cell area |
|---|---|---|---|
| tap | 111 | 139 | 0.115 |
| clock inverter | 1 | 5.00 | 0.00415 |
| clock buffer | 3 | 41.3 | 0.0342 |
| multi-input combinational | 54 | 398 | 0.330 |
| sequential | 22 | 546 | 0.452 |
| timing repair buffer | 7 | 70.1 | 0.0581 |
| inverter | 2 | 7.51 | 0.00622 |
==> state kept, by name, summed over array words and instances, names as in the netlist <==
signal	flops
VaultStatus	1
ClockSource	21
==> logic make-up after synthesis <==
family                     count (synthesis)  share of synthesized area
AOI/OAI and AO/OA                          1                    0.00790
buffers and inverters                      2                    0.00790
xor gates and xnor gates                  19                      0.175
adders and majority gates                  2                     0.0237
DFF                                       22                      0.574
and+or+nand+nor                           32                      0.212
==> critical path, cell delays in order, from the launching register on <==
cell	delay, ns
dfrtp_1	0.40
ha_1	0.22
and4_2	0.32
nand4_4	0.13
nor3_1	0.22
xor2_1	0.16
==> power by group through the flow <==
stage         sequential, mW  clock (mW)  combinational [mW]
global route           0.242       0.170              0.0144
finish                 0.243       0.156              0.0126
CTS                    0.242       0.162              0.0132
==> cells in the final DEF, fill, tap and decap left out <==
master	n
ha_1	1
xnor2_1	11
dfrtp_1	21
and3_1	5
nand4_4	1
nor4_4	1
maj3_1	1
xor2_1	8
clkinv_2	1
nand4_1	5
and4_2	1
nand2_1	6
nor2_1	5
nor3_1	1
nand3_1	6
inv_1	2
clkdlybuf4s50_1	7
o21a_1	1
nand3_2	1
dfxtp_1	1
clkbuf_8	3
==> layer usage <==
layer | vias to the layer above | global-route usage | routed length, µm
li1 | 286 | - | -
met1 | 281 | 0.0311 | 697
met2 | 11 | 0.0311 | 507
met3 | 2 | 0.0175 | 198
met4 | 0 | 0.00247 | 17
met5 | - | 0 | 0
Power figures rest on the tool's default switching activity, not on a simulated workload.
