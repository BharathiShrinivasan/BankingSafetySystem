File: /design/flow/run.sh
#!/bin/bash
# OpenROAD 26Q1-2900-gdf79404cd8, Yosys 0.63+post, stock flow scripts
make -C /OpenROAD-flow-scripts/flow DESIGN_CONFIG=/design/flow/config.mk WORK_HOME=/design/flow/orfs finish
File: /design/flow/constraint.sdc
current_design SafeModule

set clk_period 3.5
set clk_io_pct 0.2

create_clock -name clk0 -period $clk_period [get_ports {Clk}]

set non_clock_inputs [all_inputs -no_clocks]
set_input_delay [expr $clk_period * $clk_io_pct] -clock clk0 $non_clock_inputs
set_output_delay [expr $clk_period * $clk_io_pct] -clock clk0 [all_outputs]
File: /design/flow/design.v
`timescale 1ns / 1ps
module SafeModule(
    input Clk,  
    input Reset,
    input VaultStatus,  
    output reg SafeStatus,  
    input [3:0] UserPINRead,  
    output reg [3:0] VIOPINRead, 
    output reg [3:0] PINStored,  
    input OpenClosePush,  
    input PINChangePush,  
    output reg InvalidLED, 
    output reg [5:0]CurrentState  
    );
    reg [20:0] ClockSource;
always@(posedge Clk,posedge Reset)
   begin
       if(Reset==1)
         ClockSource<=0;
       else
        ClockSource=ClockSource+1;
    end
    parameter CheckSafe=6'b000000, WaitingForPIN=6'b001000, ValidateOpen=6'b011000, SafeClosed=6'b111000,
    PINSucceed=6'b000100, SafeOpened=6'b000110, ValidateClose=6'b000111;
    reg InvalidLED_Status;
    reg dummyLatchOpenCloseButton, dummyLatchPINChangeButton;
    initial begin
    PINStored=4'b1010;
    SafeStatus=1'b0;
    InvalidLED=1'b0;
    CurrentState=4'b0000;
    dummyLatchOpenCloseButton=1'b0;
    dummyLatchPINChangeButton=1'b0;
    end
    always @(posedge ClockSource[20])
    begin
          if(VaultStatus==1'b1)begin  
            case(CurrentState)
                CheckSafe:  
                            if(SafeStatus==1'b0)begin  
                                CurrentState=SafeClosed;
                            end
                            else CurrentState=SafeOpened;  
                ValidateClose:
                            if(OpenClosePush==1'b1)begin CurrentState=ValidateClose; end  
                            else begin
                                #10000000; 
                                if(UserPINRead == 4'b0000)begin  
                                    InvalidLED=1'b0;
                                    CurrentState=SafeClosed;  
                                end
                                else begin 
                                    InvalidLED=1'b1; 
                                    CurrentState=SafeOpened;
                                end
                            end
                ValidateOpen:
                            if(OpenClosePush==1'b1)begin CurrentState=ValidateOpen; end  
                            else begin
                                #10000000; 
                                if((UserPINRead ~^ PINStored) == 4'b1111)begin  
                                    InvalidLED=1'b0;
                                    CurrentState=SafeOpened;
                                end
                                else begin 
                                    InvalidLED=1'b1; 
                                    CurrentState=SafeClosed;
                                end
                            end
                SafeOpened: begin 
                            SafeStatus=1'b1;
                            if(PINChangePush==1'b0) begin
                                if(OpenClosePush==1'b0)CurrentState=SafeOpened;
                                else begin
                                    #10000000; 
                                    CurrentState=ValidateClose;
                                end
                            end
                            else begin
                                #10000000; 
                                PINStored<=UserPINRead;
                            end
                            end
                SafeClosed: begin  
                            SafeStatus=1'b0;
                            if(OpenClosePush==1'b0) CurrentState=SafeClosed;
                            else begin
                                #10000000; 
                                CurrentState=ValidateOpen;
                            end    
                            end
            endcase 
          end
          else begin  
            CurrentState=CheckSafe; 
            InvalidLED=1'b0;
            SafeStatus=1'b0;
          end
    end
    always @(posedge ClockSource[10])begin  
        VIOPINRead<=UserPINRead;
    end
endmodule
File: /design/flow/config.mk
export PLATFORM = sky130hd
export DESIGN_NAME = SafeModule
export DESIGN_NICKNAME = SafeModule
export VERILOG_FILES = /design/flow/design.v
export SDC_FILE = /design/flow/constraint.sdc
export NUM_CORES = 4
export LEC_CHECK = 1
export CORE_UTILIZATION = 30
==> out/metrics.cfg <==
[outcome]
outcome = completed

[logic_synthesis]
yosysWarningCount = 1
ys_sh_mux_pct = 0
top_logic_kind = simple AND/OR/NAND/NOR gates
syn_area_per_cell_um2 = 10.79
async_flop_share_pct = 60.00
ys_types = 38
adder_share_pct = 0.7782
ys_seq_share_pct = 52.61
syn_area_um2 = 1608
xor_area_share_pct = 12.53
ys_sh_simple_pct = 19.84
synthFlopType = dfrtp_1
syn_inst = 149
ys_area_um2 = 1608
yosys-stat-cells = 149
compound_area_share_pct = 9.572
ys_ff = 35
edf_count = 4

[floorplan]
initCoreUtil_pct = 31.28
die_h_um = 75.21
chip_area_um2 = 5656
rows = 26
io-pin-count = 25
die_w_um = 75.21
core_area_um2 = 5140

[setup_path]
cp-start-kind = flop
r2r-start = ClockSource[0]$_DFF_PP0_
crit_fanout = 5
cp_top_family = simple AND/OR/NAND/NOR gates
cp.arrival_ps = 1760
ff2ff_path_depth = 5
crit_type = reg2reg
r2r_slack_ps = 1920
crit_buf_inv = 0
path_cells = ha_1 -> and4_1 -> nand2_1 -> nor4_1 -> xor2_1
cp.required_ps = 3680
cp_slowest_cell = dfrtp_1
slowest_delay_ps = 390
crit_path_end_kind = flop
r2r-end = ClockSource[20]$_DFF_PP0_

[detailed_routing]
diodes = 0
drt_iter0_markers = 43
wl_per_cell_um = 11.00
ant_nets = 0
num_vias = 1097
wl_um = 2639
avgViaCountPerCell = 4.571
route.detailed.drc = 0
firstDrtPassIters = 4

[place]
dpl.hpwl_um = 1899
routabilityCongestion = 0.8101
placed_area_um2 = 1883
io_buffers = 24

[timing]
finClkSkew_ps = 2.013
relSlewSlack_pct = 48.11
rsz0062_at_grt = no
unconstrained_endpoints = 34
fin_crit_ps = 1580
setup_violations = 0
fin_setup_tns_ps = 0
tightestPinTransition_ps = 777.5
unclocked_pins = 14
timing.final.max_slew_violations = 0
hold_viol_final = 0
finalClockPeriodUsage_pct = 45.15
timing.fmax_mhz = 632.7
hold_slack_ps = 461.8

[power]
power_w = 0.0004214
p_per_area_nw_per_um2 = 218.6
ir_drop_mv = 0.3126
p_leak_nw = 0.7720

[cells_and_area]
seq_area_um2 = 845.8
logic_area_um2 = 686.9
drive_gt1_share_pct = 7.647
area_growth_syn_to_layout_pct = 19.92
design_area_um2 = 1928
mostFrequentLayoutCells = 24 x clkdlybuf4s50_1, 21 x dfrtp_1, 13 x xnor2_1
lay_top_count = clkdlybuf4s50_1
nFillCells = 550

[clocking]
path_clk_slew_ps = 70
insertion_delay_ps = 250
cts_root_buf = clkbuf_8
cts_max_level = 1
clk_path_buf_depth = 2
cts_tree = done
hold_buffers = 0
cts_made_buffers = 3
post_cts_resize_count = 0
cts_setup_buffers = 0

[global_route]
grt_pass1_wl_um = 4519
grt_max_degree = 22
grt_pass1_vias = 1006
gr-total-overflow = 0
gr-usage-all-layers_pct = 10.54
antenna_found_initial = 0

[flow_run]
tool_warnings = 25
maxCapViolCount = 0

[hold_path]
hold_depth = 1
min-delay-start = ClockSource[7]$_DFF_PP0_
min_to = ClockSource[7]$_DFF_PP0_
hp-class = reg2reg

## logic make-up after synthesis
| group | count (synthesis) |
|---|---|
| flip-flops | 35 |
| buffers and inverters | 13 |
| AND-OR/OR-AND | 22 |
| XOR/XNOR | 23 |
| AND/OR/NAND/NOR | 55 |
| adder cells (fa/ha/maj) | 1 |
## routing by layer
| layer | wire, µm | vias up | track usage, % |
|---|---|---|---|
| li1 | - | 563 | - |
| met1 | 1353 | 506 | 17.06 |
| met5 | 0 | - | 0 |
| met3 | 117 | 2 | 1.628 |
| met4 | 23 | 0 | 1.029 |
| met2 | 1144 | 26 | 16.22 |
## cell type report
type | count | share of cell area, %
tap | 70 | 4.543
inverter | 6 | 1.168
timing repair buffer | 24 | 12.46
multi-input combinational | 101 | 35.63
sequential | 35 | 43.87
clock buffer | 4 | 2.336
## worst max-delay path by stage
stage / cells after the start / start / endpoint / slack (ps)
4_1_cts: 5 / ClockSource[0]$_DFF_PP0_ / ClockSource[20]$_DFF_PP0_ / 1900
5_1_grt: 5 / ClockSource[0]$_DFF_PP0_ / ClockSource[20]$_DFF_PP0_ / 1790
6_report: 5 / ClockSource[0]$_DFF_PP0_ / ClockSource[20]$_DFF_PP0_ / 1920
## registers in the layout (all words and copies together), names as in the netlist
name	cells
CurrentState	4
ClockSource	21
VIOPINRead	4
PINStored	4
InvalidLED	1
SafeStatus	1
## where the power goes
part / switching (W) / leakage [nW] / total [W] / internal, W
combinational: 0.0000133 / 0.347 / 0.0000252 / 0.0000119
clock: 0.0000716 / 0.0228 / 0.000152 / 0.0000808
sequential: 0 / 0.403 / 0.000244 / 0.000244
total: 0.0000849 / 0.772 / 0.000421 / 0.000337
## through the flow
| step | instances | worst slack (ps) | util (%) |
|---|---|---|---|
| floorplan | 149 | 2128 | - |
| global placement | 236 | 1787 | 36.64 |
| detailed placement | 236 | 1787 | 36.64 |
| CTS | 240 | 1903 | 37.51 |
| global route | 240 | 1785 | 37.51 |
| finish | 240 | 1920 | 37.51 |
## synth_stat cells, drive strengths merged (2+ instances only)
master	instances	share of area [%]
xor2	10	5.4
nand4	5	1.9
and3	4	1.6
nand3	6	2.6
dfxtp	10	12
nor2b	3	1.3
nor2	8	1.9
xnor2	13	7.1
a211oi	2	0.93
nand2	10	2.3
nor3	6	1.9
inv	6	1.4
buf	7	3.3
o21ai	9	2.8
dfrtp	21	33
edfxtp	4	7.5
a21oi	6	2.1
nor4	5	1.9
or3b	2	1.2
Power is estimated from default activity; no workload was simulated.
